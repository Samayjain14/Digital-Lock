[/design/flow/design.v]
`timescale 1ns/1ps
module digital_lock #(
    parameter [3:0] P0 = 4'd1,   
    parameter [3:0] P1 = 4'd2,   
    parameter [3:0] P2 = 4'd3,   
    parameter [3:0] P3 = 4'd4,   
    parameter integer MAX_ATTEMPTS   = 3,
    parameter integer LOCKOUT_CYCLES = 100_000   
)(
    input  wire       clk,
    input  wire       rst,             
    input  wire [3:0] digit,           
    input  wire       valid,           
    input  wire       relock,          
    output reg        unlocked,
    output reg        wrong_try_pulse,
    output wire       lockout
);
    localparam [2:0]
        S_IDLE   = 3'd0,   
        S_D1     = 3'd1,   
        S_D2     = 3'd2,   
        S_D3     = 3'd3,   
        S_UNLOCK = 3'd4,   
        S_LOCKED = 3'd5;   
    reg [2:0]  state, state_nxt;
    reg [$clog2(MAX_ATTEMPTS+1)-1:0] attempts, attempts_nxt;
    reg [31:0] lockout_cnt, lockout_cnt_nxt;
    wire pass0 = (digit == P0);
    wire pass1 = (digit == P1);
    wire pass2 = (digit == P2);
    wire pass3 = (digit == P3);
    assign lockout = (state == S_LOCKED);
    always @* begin
        state_nxt        = state;
        attempts_nxt     = attempts;
        lockout_cnt_nxt  = lockout_cnt;
        wrong_try_pulse  = 1'b0;
        case (state)
            S_IDLE: begin
                if (valid) begin
                    if (pass0) state_nxt = S_D1;
                    else begin
                        wrong_try_pulse = 1'b1;
                        attempts_nxt    = attempts + 1'b1;
                        if (attempts + 1 >= MAX_ATTEMPTS) begin
                            state_nxt       = S_LOCKED;
                            lockout_cnt_nxt = 32'd0;
                        end
                    end
                end
            end
            S_D1: begin
                if (valid) begin
                    if (pass1) state_nxt = S_D2;
                    else begin
                        wrong_try_pulse = 1'b1;
                        attempts_nxt    = attempts + 1'b1;
                        state_nxt       = (attempts + 1 >= MAX_ATTEMPTS) ? S_LOCKED : S_IDLE;
                        lockout_cnt_nxt = (attempts + 1 >= MAX_ATTEMPTS) ? 32'd0 : lockout_cnt;
                    end
                end
            end
            S_D2: begin
                if (valid) begin
                    if (pass2) state_nxt = S_D3;
                    else begin
                        wrong_try_pulse = 1'b1;
                        attempts_nxt    = attempts + 1'b1;
                        state_nxt       = (attempts + 1 >= MAX_ATTEMPTS) ? S_LOCKED : S_IDLE;
                        lockout_cnt_nxt = (attempts + 1 >= MAX_ATTEMPTS) ? 32'd0 : lockout_cnt;
                    end
                end
            end
            S_D3: begin
                if (valid) begin
                    if (pass3) begin
                        state_nxt    = S_UNLOCK;
                        attempts_nxt = 'd0;  
                    end else begin
                        wrong_try_pulse = 1'b1;
                        attempts_nxt    = attempts + 1'b1;
                        state_nxt       = (attempts + 1 >= MAX_ATTEMPTS) ? S_LOCKED : S_IDLE;
                        lockout_cnt_nxt = (attempts + 1 >= MAX_ATTEMPTS) ? 32'd0 : lockout_cnt;
                    end
                end
            end
            S_UNLOCK: begin
                if (relock) state_nxt = S_IDLE;
            end
            S_LOCKED: begin
                if (lockout_cnt >= LOCKOUT_CYCLES - 1) begin
                    state_nxt       = S_IDLE;
                    attempts_nxt    = 'd0;        
                    lockout_cnt_nxt = 32'd0;
                end else begin
                    lockout_cnt_nxt = lockout_cnt + 1;
                end
            end
            default: state_nxt = S_IDLE;
        endcase
    end
    always @(posedge clk) begin
        if (rst) begin
            state       <= S_IDLE;
            attempts    <= 'd0;
            lockout_cnt <= 32'd0;
            unlocked    <= 1'b0;
        end else begin
            state       <= state_nxt;
            attempts    <= attempts_nxt;
            lockout_cnt <= lockout_cnt_nxt;
            if (state_nxt == S_UNLOCK)      unlocked <= 1'b1;
            else if (relock || (state == S_LOCKED)) unlocked <= 1'b0;
        end
    end
endmodule
[/design/flow/run.sh]
#!/bin/bash
# OpenROAD 26Q1-2900-gdf79404cd8, Yosys 0.63+post, stock flow scripts
make -C /OpenROAD-flow-scripts/flow DESIGN_CONFIG=/design/flow/config.mk WORK_HOME=/design/flow/orfs finish
[/design/flow/config.mk]
export PLATFORM = sky130hd
export DESIGN_NAME = digital_lock
export DESIGN_NICKNAME = digital_lock
export VERILOG_FILES = /design/flow/design.v
export SDC_FILE = /design/flow/constraint.sdc
export NUM_CORES = 4
export LEC_CHECK = 1
export CORE_UTILIZATION = 30
[/design/flow/constraint.sdc]
current_design digital_lock

set clk_period 2.9
set clk_io_pct 0.2

create_clock -name clk0 -period $clk_period [get_ports {clk}]

set non_clock_inputs [all_inputs -no_clocks]
set_input_delay [expr $clk_period * $clk_io_pct] -clock clk0 $non_clock_inputs
set_output_delay [expr $clk_period * $clk_io_pct] -clock clk0 [all_outputs]
==> impl_metrics.csv <==
group,metric,value,unit
critical_path,r2r-end,"lockout_cnt[28]",
logic_synthesis,syn_inst,279,
floorplan,rows,31,
power_and_ir_drop,vdd_drop_max,254,uV
logic_synthesis,mux_share,0.0134,
logic_synthesis,ys_types,50,
critical_path,critical_path_class,"reg2out",
clocking,htree_levels,2,
logic_synthesis,ff_type,"dfxtp_1",
logic_synthesis,edf_count,0,
logic_synthesis,ys_cells,279,
logic_synthesis,synthArstFlopShare,0,
finish,area_growth,18.1,%
detailed_routing,routed.top_layer,"met4",
detailed_routing,drtIter0Drc,107,
critical_path,regToRegSetupSlack,0.67,ns
min_path,hold-path-cell-count,2,
sta,post-route-period-util,0.872,
clocking,cts.sinks,44,
finish,n_fill_cell,754,
detailed_routing,final_antenna_net_count,0,
clocking,clk_pin_slew,0.08,ns
logic_synthesis,synth_adder_area_share,0.0168,
detailed_routing,vias,1973,
finish,lay_top_count,"nor2_1",
logic_synthesis,syn_avg_cell_area,8.03,sq um
logic_synthesis,ys.flops,44,
floorplan,fp_util,0.309,
sta,slew_headroom,0.576,
finish,drive_above_1_share,0.0943,
critical_path,crit_fanout,13,
critical_path,cp.arrival,1.95,ns
clocking,cts-resized-gates,0,
global_routing,grt_pass1_vias,1804,
min_path,whs_endpoint,"lockout_cnt[1]",
sta,timing.final.hold_violations,0,
logic_synthesis,syn_area,2240,sq um
logic_synthesis,ys_sh_xor,0.0625,
global_routing,grt_max_degree,31,
place,dp.cells,388,
sta,drv_slew,0,
clocking,numCtsBuffers,5,
sta,tightest_slew,0.635,ns
detailed_routing,drc,0,
finish,fin_cells,396,
clocking,cts_setup_buffers,0,
critical_path,endpoint_kind,"primary output",
clocking,clk_latency,0.30,ns
power_and_ir_drop,finalPower,1.11,mW
flow_run,max-cap-violations,0,
critical_path,crit_path_start_kind,"flip-flop",
global_routing,grt-ovfl-total,0,
min_path,min_path_type,"reg2reg",
clocking,tritoncts,"built",
detailed_routing,route.met2.wl,2080,um
critical_path,reg2reg_from,"lockout_cnt[19]",
critical_path,ff2ff_path_depth,7,
detailed_routing,drt_wl_total,4760,um
clocking,clockRootBuffer,"clkbuf_8",
logic_synthesis,ys_sh_simple,0.311,
logic_synthesis,ys_seq_frac,0.393,
clocking,hold_buffers,0,
place,port-buffer-count,10,
detailed_routing,dr_wl_met3,144,um
min_path,min-delay-start,"lockout_cnt[1]",
clocking,clockBufferDepth,2,
power_and_ir_drop,power.leakage,0.946,nW
floorplan,chipArea,7820,sq um
flow_run,tool_warnings,26,
detailed_routing,viasPerCell,4.98,
power_and_ir_drop,power.density,419,nW/um^2
sta,rsz0062_at_grt,"no",
sta,finClkSkew,0.0106,ns
sta,fin_setup_tns,0,ns
detailed_routing,wl_met1,2490,um
finish,mostFrequentLayoutCells,"53 x nor2_1, 44 x dfxtp_1, 20 x nand2_1",
global_routing,antenna_found_initial,0,
place,gp_congestion,0.884,
floorplan,fp.dieH,88.4,um
sta,fin_hold_ws,0.495,ns
detailed_routing,wl_per_cell,12.0,um
detailed_routing,antenna_cells_inserted,0,
sta,fmax,396,MHz
status,status,"finished clean",
sta,setup_viol,0,
place,dpl.hpwl,3310,um
global_routing,grt_pass1_wl,8020,um
floorplan,ios,11,
critical_path,worst-endpoint-required,2.32,ns
logic_synthesis,synth_warnings,1,
detailed_routing,dr.pass1.iters,4,
logic_synthesis,ys_chip_area,2240,sq um
floorplan,core_area,7250,sq um
logic_synthesis,logic_family,"simple AND/OR/NAND/NOR gates",
floorplan,die_x,88.4,um
sta,period_needed,2.53,ns
global_routing,track_usage,0.129,
logic_synthesis,aoi_share,0.165,
-- metrics by stage --
stage,setup slack (ns),util,cell area [sq um]
floorplan,0.723,-,2240
global placement,0.0765,0.347,2520
detailed placement,0.0568,0.347,2520
CTS,0.0383,0.360,2610
global route,0.252,0.365,2650
finish,0.372,0.365,2650
-- cells by family (layout without fill, tap and decap cells) --
family,Yosys count,after routing
multiplexers,3,3
XOR/XNOR,16,16
adder cells (fa/ha/maj),3,3
flip-flops,44,44
AND-OR/OR-AND,55,55
buffers and inverters,21,39
AND/OR/NAND/NOR,137,137
-- where the power goes --
group / switching [mW] / total, mW / internal [mW]
registers: 0.00917 / 0.621 / 0.612
logic: 0.0584 / 0.109 / 0.0509
clock network: 0.210 / 0.380 / 0.170
-- area by class of cell --
type,count,area (sq um),area share
Multi-Input combinational cell,214,1300,0.492
Sequential cell,44,881,0.333
Inverter,9,33.8,0.0128
Tap cell,99,124,0.0468
Clock buffer,5,68.8,0.0260
Clock inverter,3,23.8,0.00898
Timing Repair Buffer,22,213,0.0803
-- critical path, stage by stage (launching register included) --
cell and delay (ns):
dfxtp_1 0.44, or3_1 0.47, o21a_1 0.19, nor2_1 0.09, clkdlybuf4s50_1 0.46
-- flip-flops by register name (all words and copies together), names as in the netlist, named ones only --
name	flops
lockout_cnt	32
state	6
attempts	2
unlocked	1
-- synth_stat cells, drive strengths merged, types with 3 or more instances --
cell type / n / share of area
nor2: 54 / 0.092
dfxtp: 44 / 0.39
nand2: 20 / 0.033
a21oi: 15 / 0.033
xnor2: 13 / 0.051
nor3: 10 / 0.022
o21ai: 10 / 0.022
nand3: 9 / 0.020
inv: 8 / 0.013
nand4: 8 / 0.022
nor4: 8 / 0.022
buf: 6 / 0.013
clkbuf: 6 / 0.010
a31oi: 5 / 0.014
a41oi: 4 / 0.016
and4: 4 / 0.016
a211oi: 3 / 0.010
and3: 3 / 0.0084
ha: 3 / 0.017
mux2i: 3 / 0.013
nand4b: 3 / 0.012
nor2b: 3 / 0.0084
o31ai: 3 / 0.010
xor2: 3 / 0.012
-- metal layers --
metal,vias up,global-route usage
met3,4,0.0218
li1,1040,-
met2,29,0.199
met5,-,0
met1,900,0.198
met4,0,0.0191
-- worst max path at each step --
stage	slack (ns)	start	to
after CTS	0.04	digit[1]	wrong_try_pulse
after global routing	0.25	state[2]	wrong_try_pulse
final	0.37	state[5]	wrong_try_pulse
Power is estimated from default activity; no workload was simulated.
